### design/flow/design.v
module fifo (
    input clk,
    input wr_en,
    input rd_en,
    input [7:0] data_in,
    output reg [7:0] data_out
);
    reg [7:0] mem [31:0];
    reg [4:0] wr_ptr, rd_ptr;
    initial begin
        wr_ptr = 0;
        rd_ptr = 0;
        data_out = 0;
    end
    always @(posedge clk) begin
        if (wr_en) begin
            mem[wr_ptr] = data_in;
            wr_ptr = wr_ptr + 1;
        end else if (rd_en) begin
            data_out = mem[rd_ptr];
            rd_ptr = rd_ptr + 1;
        end
    end
endmodule
### design/flow/constraint.sdc
current_design fifo

set clk_period 4.8
set clk_io_pct 0.2

create_clock -name clk0 -period $clk_period [get_ports {clk}]

set non_clock_inputs [all_inputs -no_clocks]
set_input_delay [expr $clk_period * $clk_io_pct] -clock clk0 $non_clock_inputs
set_output_delay [expr $clk_period * $clk_io_pct] -clock clk0 [all_outputs]
### design/flow/run.sh
#!/bin/bash
# OpenROAD 26Q1-2900-gdf79404cd8, Yosys 0.63+post, stock flow scripts
make -C /OpenROAD-flow-scripts/flow DESIGN_CONFIG=/design/flow/config.mk WORK_HOME=/design/flow/orfs finish
### design/flow/config.mk
export PLATFORM = sky130hd
export DESIGN_NAME = fifo
export DESIGN_NICKNAME = fifo
export VERILOG_FILES = /design/flow/design.v
export SDC_FILE = /design/flow/constraint.sdc
export NUM_CORES = 4
export LEC_CHECK = 1
export CORE_UTILIZATION = 40
==> results.json <==
{
  "ant_nets": 0,
  "top_cell": "edfxtp_1",
  "synth_area_per_cell_sq_um": 14.93,
  "overflow": 0,
  "hold_viol": 0,
  "root_buffer": "clkbuf_16",
  "yosys_cells": 770,
  "setup_tns_ps": 0,
  "setup.worst_path.start": "wr_ptr[0]",
  "clkLatencyLatePin_ps": 530,
  "cts_tree": "built",
  "synth.distinct_cells": 70,
  "irDropWorstVdd_uv": 239.7,
  "p_per_area_nw_per_um2": 429.0,
  "async_reset_ff_frac": 0,
  "path_max_fanout": 18,
  "p_int_w": 0.004199,
  "status": "complete, no violations",
  "grt_pass1_vias": 7438,
  "drv_cap": 0,
  "finalCritPeriodShare": 0.7344,
  "report.final.slew_viol_count": 0,
  "endpoint_kind": "flip-flop",
  "syn_area_sq_um": 11500,
  "rrSetupSlack_ps": 1270,
  "switching_power_w": 0.001399,
  "cts_buffers": 27,
  "syn-instance-count": 770,
  "finalPower_w": 0.005598,
  "postCtsSetupBuffers": 0,
  "gp_congestion": 1.041,
  "grt_max_degree": 34,
  "track_usage": 0.2637,
  "ys.flops": 274,
  "setup_violations": 0,
  "hold_ws_ps": 583.2,
  "combinationalPowerShare": 0.118,
  "cp.required_ps": 4960,
  "grt_pass1_wl_um": 50110,
  "drc": 0,
  "clock_skew_ps": 7.561,
  "ys_seq_frac": 0.7156,
  "syn_to_final_growth_pct": 13.51,
  "yosys.area.top_type": "edfxtp_1",
  "dr.pass1.iters": 5,
  "fp_util": 0.4105,
  "h-tree-depth": 1,
  "core_sq_um": 28010,
  "period_needed_ps": 3525,
  "fin_ws_ps": 1275,
  "max_freq_ghz": 0.2837,
  "chipArea_sq_um": 29430,
  "arrival_ps": 3680,
  "vias_per_cell": 6.001,
  "die_w_um": 171.5,
  "cts.sinks": 274,
  "synthFlopType": "edfxtp_1",
  "synth_top_area_share": 0.7156,
  "dp_slack_ps": 1103,
  "drtIter0Drc": 627,
  "cts_buffer_depth": 3,
  "io_buffer_count": 18,
  "rsz0062_at_grt": "no",
  "drive_gt1_frac": 0.1382,
  "crit_type": "reg2reg",
  "worst_pin_slew_ps": 936.2,
  "fp.dieH_um": 171.5,
  "r2r_end": "mem[30][3]",
  "pwr-share-seq": 0.537,
  "ioPinCount": 19,
  "num_rows": 61,
  "antenna_found_initial": 0,
  "hp-class": "reg2reg",
  "yosysWarnings": 2,
  "post_cts_resized": 0,
  "critPathCapture": "mem[30][3]",
  "vias": 7225,
  "top_cells_by_count": "edfxtp_1 (274), a22oi_1 (47), nand2_1 (40), nand3_1 (38), a21oi_1 (37)",
  "cp-start-kind": "flip-flop",
  "swShare": 0.2499,
  "cts_hold_buf": 0,
  "ff2ff_path_depth": 7,
  "edf_count": 274,
  "area_leaders": "edfxtp_1 (72%), a22oi_1 (3.1%), mux2_2 (2.3%)",
  "wl_per_cell_um": 28.82,
  "ys_area_sq_um": 11500,
  "finalNonFillerCells": 1204,
  "r2r-start": "wr_ptr[0]",
  "slew_headroom": 0.3736,
  "dp.cells": 1157,
  "drt-total-wl_um": 34700,
  "dp_hpwl_um": 23060,
  "warning_count": 33,
  "nFillCells": 2428,
  "clkPwrFrac": 0.344,
  "path_clk_slew_ps": 60,
  "power_leakage_nw": 4.302
}
critical path: stages, from the launching register on:
cell and delay (ps):
edfxtp_1 390, inv_1 90, ha_1 430, or4b_4 620, a31oi_4 220, o311ai_2 180, or3b_4 440, a311oi_2 760
how the worst min path moves through the flow:
stage	from	to	slack (ps)	cells after the start
6_report	mem[0][6]	data_out[6]	580	1
5_1_grt	mem[0][5]	data_out[5]	620	1
4_1_cts	mem[0][6]	data_out[6]	580	1
cells in the final DEF, fill, tap and decap left out, types with 10 or more instances in the layout:
master,count
nor2b_1,16
ha_1,12
a32oi_1,19
a21oi_1,37
nand3_1,38
inv_1,15
mux2i_1,11
nor3_1,10
buf_4,46
nor2_1,26
clkbuf_16,27
mux2_2,23
a22oi_1,47
o21ai_0,13
clkdlybuf4s50_1,18
edfxtp_1,274
nand2_1,40
o22ai_1,11
final cells by class:
type	instances	area, sq um	area share
well taps	378	473.0	0.03624
flip-flops and latches	274	8228	0.6305
multi-input cells	426	2978	0.2282
inverters	15	56.30	0.004314
clock inverters	16	100.1	0.007670
repair buffers	64	525.5	0.04027
clock buffers	30	686.9	0.05264
diodes	1	2.502	0.0001918
state kept, by name, summed over array words and instances, names as in the netlist:
register,cells
rd_ptr,5
wr_ptr,5
data_out,8
mem,256
per-layer routing:
layer,track usage,share of wire
met5,0,0
met4,0.07842,0.038
met3,0.1755,0.16
met2,0.3698,0.44
met1,0.3471,0.37
power by group through the flow:
| stage | clock network, W | registers [W] | logic, W |
|---|---|---|---|
| 5_1_grt | 0.00203 | 0.00303 | 0.000708 |
| 6_report | 0.00193 | 0.00301 | 0.000663 |
| 4_1_cts | 0.00194 | 0.00301 | 0.000656 |
stage by stage:
step | util | area, sq um
2_1_floorplan | - | 11500
3_3_place_gp | 0.4377 | 12260
3_5_place_dp | 0.4377 | 12260
4_1_cts | 0.4658 | 13050
5_1_grt | 0.4658 | 13050
6_report | 0.4659 | 13050
kinds of logic after synthesis:
kind of cell	Yosys count	share of synthesized area
AND-OR/OR-AND	184	0.1183
XOR/XNOR	5	0.003810
adder cells (fa/ha/maj)	12	0.01306
buffers and inverters	70	0.02590
flip-flops	274	0.7156
multiplexers	36	0.03537
AND/OR/NAND/NOR	189	0.08793
Power and IR drop assume default switching activity.
