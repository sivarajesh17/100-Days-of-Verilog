**run.sh**
```bash
#!/bin/bash
# OpenROAD 26Q1-2900-gdf79404cd8, Yosys 0.63+post, stock flow scripts
make -C /OpenROAD-flow-scripts/flow DESIGN_CONFIG=/design/flow/config.mk WORK_HOME=/design/flow/orfs finish
```
**config.mk**
```make
export PLATFORM = sky130hd
export DESIGN_NAME = simple_fpu
export DESIGN_NICKNAME = simple_fpu
export VERILOG_FILES = /design/flow/design.v
export SDC_FILE = /design/flow/constraint.sdc
export NUM_CORES = 4
export LEC_CHECK = 1
export CORE_UTILIZATION = 30
```
**constraint.sdc**
```tcl
current_design simple_fpu

set clk_period 20.8
set clk_io_pct 0.2

create_clock -name clk0 -period $clk_period

set non_clock_inputs [all_inputs -no_clocks]
set_input_delay [expr $clk_period * $clk_io_pct] -clock clk0 $non_clock_inputs
set_output_delay [expr $clk_period * $clk_io_pct] -clock clk0 [all_outputs]
```
**design.v**
```verilog
module simple_fpu (
    input  wire [31:0] a,       
    input  wire [31:0] b,       
    input  wire [1:0]  op,      
    output reg  [31:0] result   
);
    always @(*) begin
        case (op)
            2'b00: result = a + b;      
            2'b01: result = a - b;      
            2'b10: result = a & b;      
            2'b11: result = a | b;      
            default: result = 32'b0;
        endcase
    end
endmodule
```
==> results.sh <==
# physical design summary
export IMPL_core_um2=9860
export IMPL_antenna_found_initial=0
export IMPL_regArea_um2=0
export IMPL_rsz0062_at_grt="false"
export IMPL_route_detailed_drc=0
export IMPL_leakagePower_nw=1.60
export IMPL_worst_slew_pin_transition_ns=0.717
export IMPL_hold_start="b[31]"
export IMPL_fill_cells=988
export IMPL_first_iter_violations=174
export IMPL_antenna_cells=0
export IMPL_setup_violations=0
export IMPL_min_path_cells=4
export IMPL_setup_tns_ns=0
export IMPL_critPathRequiredTime_ns=16.64
export IMPL_ys_cells=442
export IMPL_yosysWarnings=1
export IMPL_synthDistinctLibCells=61
export IMPL_worstSetupPathType="input port to output port"
export IMPL_cpMaxStageDelayCell="nand2_1"
export IMPL_place_congestion=0.942
export IMPL_first_pass_iters=4
export IMPL_ctsHoldBuffers=0
export IMPL_ys_seq_share=0
export IMPL_slowest_delay_ns=0.63
export IMPL_final_period_utilization=0.639
export IMPL_grt_pass1_vias=3169
export IMPL_worst_path_most_repeated_cell="clkdlybuf4s50_1"
export IMPL_peakVddDrop_uv=15.3
export IMPL_grt_usage=0.181
export IMPL_grt_max_degree=49
export IMPL_crit_path_start_kind="input port"
export IMPL_dpl_instance_area_um2=4160
export IMPL_final_util=0.422
export IMPL_end_kind="output port"
export IMPL_dpl_worst_slack_ns=7.52
export IMPL_num_vias=3474
export IMPL_syn_area_per_cell_um2=6.95
export IMPL_hold_class="input port to output port"
export IMPL_path_cells="clkdlybuf4s50_1 -> buf_4 -> inv_1 -> nand2_1 -> o31ai_1 -> xor2_1 -> ha_1 -> a21oi_1 -> o21ai_1 -> or3_1 -> o21ai_2 -> a31oi_1 -> o2111a_2 -> mux2i_1 -> a221oi_2 -> clkdlybuf4s50_1"
export IMPL_nClkBuffers=0
export IMPL_numSequentialCells=0
export IMPL_cp_max_fo=48
export IMPL_hpwl_um=7740
export IMPL_synth_chip_area_um2=3070
export IMPL_postRouteAntennaNets=0
export IMPL_fin_crit_ns=13.28
export IMPL_whs_endpoint="result[31]"
export IMPL_fp_util=0.312
export IMPL_port_buffers=98
export IMPL_synth_cells=442
export IMPL_cp_arrival_ns=9.12
export IMPL_routedWlPerCell_um=14.5
export IMPL_die_w_um=103
export IMPL_fp_row_count=36
export IMPL_finish_instance_area_um2=4160
export IMPL_final_max_slew_viol_count=0
export IMPL_grt_pass1_wl_um=15400
export IMPL_power_density_nw_per_um2=35.6
export IMPL_overflow=0
export IMPL_max_cap_violations=0
export IMPL_drt_total_wl_um=9470
export IMPL_status="finished, final reports clean"
export IMPL_slew_headroom=0.521
export IMPL_finalHoldViolCount=0
export IMPL_die_y_um=103
export IMPL_warning_count=34
export IMPL_max_freq_mhz=75.3
export IMPL_routed_via_density=5.30
export IMPL_cts_setup_buffers=0
export IMPL_drive_above_1_share=0.0364
export IMPL_synth_area_um2=3070
export IMPL_postCtsResizedCells=0
export IMPL_die_area_um2=10700
export IMPL_setup_slack_ns=7.52
export IMPL_io_pins=98
export IMPL_syn_to_final_growth_pct=35.4
-- worst max-delay path: cells and delay by family --
family | cells | cell delay, ns
compound gates | 7 | 1.50
xor+xnor | 1 | 0.18
fa+ha+maj | 1 | 0.34
buf+inv | 4 | 1.83
mux | 1 | 0.13
simple gates | 2 | 0.97
-- how the worst max path moves through the flow --
stage / startpoint / to / slack (ns)
after CTS: op[1] / result[31] / 7.52
after global routing: op[1] / result[26] / 7.09
final: op[1] / result[31] / 7.52
-- synth_stat cells, types with 2 or more instances --
master,number,area share
mux2_2,2,0.0073
nor4_2,2,0.0081
and3_1,2,0.0041
a31oi_1,4,0.0081
o21bai_1,7,0.017
or3_1,4,0.0081
a211oi_1,5,0.012
a211o_1,2,0.0057
o31ai_1,8,0.020
inv_1,13,0.016
or4_1,2,0.0049
a21oi_1,38,0.062
a221oi_1,2,0.0057
o211ai_1,2,0.0049
nand4_1,5,0.010
mux2i_1,3,0.0098
nand3_1,4,0.0065
clkbuf_1,18,0.022
o21ai_1,13,0.021
nor2_1,31,0.038
nand2_1,43,0.053
nor4_1,3,0.0061
o41ai_1,3,0.0086
nand2b_1,8,0.016
and4_1,3,0.0086
nor2b_1,4,0.0081
xor2_1,28,0.080
a21o_1,16,0.039
ha_1,34,0.14
nor3_1,6,0.0098
o21ai_0,29,0.047
buf_2,3,0.0049
and2_1,4,0.0081
maj3_1,30,0.098
a41oi_1,3,0.0086
xnor2_1,27,0.077
o21a_1,6,0.015
o31a_1,2,0.0057
-- cell families (layout without fill, tap and decap cells) --
kind of cell,Yosys count,in the layout,share of synthesized area
adder cells (fa/ha/maj),65,65,0.243
buffers and inverters,34,114,0.0428
AND/OR/NAND/NOR,127,127,0.207
AND-OR/OR-AND,156,156,0.334
XOR/XNOR,55,55,0.157
multiplexers,5,5,0.0171
-- cell usage in the layout (no fill, tap or decap), types with 5 or more instances in the layout --
cell	count
a21oi_1	38
nor2_1	31
nand2b_1	8
nand2_1	43
clkdlybuf4s50_1	98
nor3_1	6
ha_1	34
a21o_1	16
inv_1	13
a211oi_1	5
xnor2_1	27
o31ai_1	8
xor2_1	28
o21a_1	6
o21bai_1	7
maj3_1	30
o21ai_0	29
nand4_1	5
o21ai_1	13
-- final cells by class --
type,count,area [um2],area share
well taps,133,166,0.0400
multi-input cells,408,2940,0.707
inverters,13,48.8,0.0117
repair buffers,101,1000,0.241
-- stage by stage --
step	hold slack (ns)	instances	total power [mW]
finish	9.51	655	0.148
global route	9.55	655	0.165
CTS	9.49	655	0.148
detailed placement	9.48	655	0.147
global placement	9.47	655	0.148
floorplan	8.51	442	0.0881
-- routing by layer --
metal | track usage | wire length, um | up-vias
li1 | - | - | 1804
met1 | 0.267 | 4580 | 1545
met2 | 0.307 | 4300 | 116
met3 | 0.00683 | 485 | 9
met4 | 0.0163 | 108 | 0
met5 | 0 | 0 | -
-- where the power goes --
part           total (mW)  switching (mW)  leakage, nW  internal, mW
clock network           0               0            0             0
registers               0               0            0             0
logic               0.148          0.0707         1.60        0.0774
No activity file was given, so power comes from the tool's default toggle rates.
