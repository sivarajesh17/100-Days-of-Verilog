==> flow/design.v <==
module i2c_slave_simple (
    input wire scl,         
    inout wire sda,         
    input wire rst,         
    output reg [7:0] data_out  
);
    parameter SLAVE_ADDR = 7'b1010000;   
    reg [3:0] bit_count = 0;
    reg [7:0] shift_reg = 0;
    reg [6:0] address = 0;
    reg ack = 0;
    reg sda_out = 1;
    reg rw_bit = 0;
    reg receiving = 0;
    assign sda = (ack || !sda_out) ? 1'b0 : 1'bz;  
    always @(negedge scl or posedge rst) begin
        if (rst) begin
            bit_count <= 0;
            shift_reg <= 0;
            data_out <= 0;
            receiving <= 0;
            ack <= 0;
        end
        else begin
            if (!receiving) begin
                shift_reg[7-bit_count] <= sda;
                bit_count <= bit_count + 1;
                if (bit_count == 7) begin
                    address <= shift_reg[7:1];
                    rw_bit <= shift_reg[0];
                    if (shift_reg[7:1] == SLAVE_ADDR) begin
                        ack <= 1;  
                        receiving <= 1;
                    end
                end
            end 
            else begin
                shift_reg[7-bit_count] <= sda;
                bit_count <= bit_count + 1;
                if (bit_count == 7) begin
                    data_out <= shift_reg;
                    ack <= 1;  
                    receiving <= 0;
                end
            end
        end
    end
endmodule
==> flow/run.sh <==
#!/bin/bash
# OpenROAD 26Q1-2900-gdf79404cd8, Yosys 0.63+post, stock flow scripts
make -C /OpenROAD-flow-scripts/flow DESIGN_CONFIG=/design/flow/config.mk WORK_HOME=/design/flow/orfs finish
==> flow/config.mk <==
export PLATFORM = sky130hd
export DESIGN_NAME = i2c_slave_simple
export DESIGN_NICKNAME = i2c_slave_simple
export VERILOG_FILES = /design/flow/design.v
export SDC_FILE = /design/flow/constraint.sdc
export NUM_CORES = 4
export LEC_CHECK = 1
export CORE_AREA = 10 10 103 103
export DIE_AREA = 0 0 113 113
==> flow/constraint.sdc <==
current_design i2c_slave_simple

set clk_period 2.2
set clk_io_pct 0.2

create_clock -name clk0 -period $clk_period [get_ports {scl}]

set non_clock_inputs [all_inputs -no_clocks]
set_input_delay [expr $clk_period * $clk_io_pct] -clock clk0 $non_clock_inputs
set_output_delay [expr $clk_period * $clk_io_pct] -clock clk0 [all_outputs]
==> impl_metrics.tcl <==
# yosys + openroad results
set metrics [dict create \
    status "complete, but fails checks" \
    violations "negative setup slack" \
    mux_share_pct 9.85 \
    drt_iter0_drc 41 \
    path_cells "buf_2" \
    worstPathRequired_ps 1760 \
    coreArea_um2 8300 \
    row_count 33 \
    ys_cells 71 \
    critical_path_class "reg2out" \
    hold_depth 2 \
    met2_usage_pct 4.45 \
    cts_tree "done" \
    fin_util_pct 15.0 \
    cp_top_family "flip-flops" \
    drc 0 \
    ys_seq_share_pct 57.5 \
    final_max_slew_viol_count 0 \
    log.warning_count 30 \
    die_area_um2 12800 \
    max_stage_delay_ps 410 \
    synthFlopType "dfrtn_1" \
    numCtsBuffers 3 \
    fp.dieW_um 113 \
    fin_ws_ps -123 \
    wl_um 1870 \
    slowest_stage "dfrtn_1" \
    grt_overflow_total 0 \
    gp_congestion 0.766 \
    reg2reg_to "shift_reg[0]" \
    grt_pass1_wl_um 3200 \
    p_per_area_nw_per_um2 526 \
    r2r_setup_slack_ps 70 \
    grt_use_total_pct 3.03 \
    die_h_um 113 \
    grt_use_met1_pct 4.44 \
    async_flop_share_pct 100 \
    drive_gt1_share_pct 44.0 \
    yosysWarnings 2 \
    startpoint "data_out[4]" \
    antenna_found_initial 0 \
    xor_area_share_pct 0.958 \
    ys_sh_simple_pct 12.2 \
    start_kind "flop" \
    floorplan.core_util_pct 11.0 \
    wl_per_cell_um 9.54 \
    grt_max_degree 22 \
    maxCapViolCount 0 \
    antenna_cells 0 \
    hold_ws_ps 446 \
    path_max_fanout 2 \
    hold_viol 0 \
    rsz0062_at_grt "true" \
    clock_sinks 21 \
    ir_drop_uv 278 \
    ys_types 21 \
    top_logic_kind "simple AND/OR/NAND/NOR gates" \
    setup_violations 8 \
    layout.cells.non_filler 196 \
    hpwlAfterDp_um 1340 \
    synth_chip_area_um2 915 \
    netlist_instances 71 \
    holdPathEnd "receiving" \
    edf_count 0 \
    syn_area_per_cell_um2 12.9 \
    area_growth_pct 35.8 \
    place_inst 187 \
    boundaryPins 11 \
    clk_pin_slew_ps 60 \
    io_buffers 9 \
    ys.flops 21 \
    clk-insertion-delay-late_ps 270 \
    cts_buffer_depth 2 \
    cts.root.buffer_cell "clkbuf_8" \
    p_leak_nw 0.592 \
    worstPathArrival_ps 1880 \
    antenna_left 0 \
    via_per_inst 2.99 \
    drt_first_pass_iters 4 \
    reg2reg_depth 6 \
    timing.rr.start "bit_count[0]" \
    min_from "receiving" \
    ys_sh_adder_pct 8.21 \
    yosysTopAreaCell "dfrtn_1" \
    htree_levels 1 \
    hold_buffers 0 \
    ys_sh_aoi_pct 8.48 \
    setup_tns_ps -875 \
    cp-end-kind "output port" \
    grt_pass1_vias 604 \
    netlist_area_um2 915 \
    pre_cts_ws_ps -233 \
    grt_busiest_layer "met2" \
    hp-class "reg2reg" \
    num_vias 586 \
    top_cells_by_area "dfrtn_1 57%, mux2_2 9.8%, ha_1 8.2%" \
    clock_skew_ps 5.28 \
    crit_buf_inv 1 \
    use_met3_pct 1.07 \
    yosysTopAreaCellShare_pct 57.5 \
]
==> worst max-delay path by stage <==
stage	end	slack (ps)	cells past startpoint
6_report	data_out[4]	-120	1
5_1_grt	data_out[4]	-200	1
4_1_cts	data_out[4]	-150	1
==> area by class of cell <==
| type | count | area (um^2) |
|---|---|---|
| clock buffer | 3 | 41.3 |
| clock inverter | 1 | 5.00 |
| fill | 901 | 7060 |
| inverter | 4 | 15.0 |
| multi-input combinational | 45 | 402 |
| sequential | 21 | 526 |
| tap | 105 | 131 |
| timing repair buffer | 17 | 123 |
==> cell families (layout without fill, tap and decap cells) <==
family	Yosys count	after routing
flops	21	21
simple gates	20	20
compound gates	9	9
mux	8	8
fa+ha+maj	6	6
buf+inv	5	25
other cells	1	1
xor+xnor	1	1
==> report_power, final <==
group / internal [mW] / leakage [nW] / switching [mW]
Clock: 0.126 / 0.0255 / 0.126
Sequential: 0.388 / 0.294 / 0
Combinational: 0.00527 / 0.272 / 0.00825
==> per-stage QoR <==
stage               instance area, um^2  power (mW)
floorplan                           915       0.402
global placement                   1160       0.410
detailed placement                 1160       0.410
CTS                                1190       0.667
global route                       1240       0.692
finish                             1240       0.653
==> what timing repair did <==
action | 4_1_cts | 5_1_grt
gates resized | 27 | 6
buffers inserted | 1 | 4
setup endpoints to repair | 9 | 12
pin swaps | 0 | 5
==> synth_stat cells (all sizes together), types with 2 or more instances <==
library cell,instances
nand2b,2
ha,6
dfrtn,21
o31a,3
nand2,7
mux2,8
inv,4
nor4bb,2
nor2,2
o21a,4
nand3,3
==> metal layers <==
layer | routed length [um] | part of all wire (%)
met5 | 0 | 0
met4 | 0 | 0
met3 | 92 | 4.9
met2 | 777 | 42
met1 | 999 | 53
==> layout by cell type, fill, tap and decap left out, types with 3 or more instances in the layout <==
cell type,instances
clkbuf_8,3
nand2_1,6
o31a_2,3
nand3_1,3
ha_2,3
buf_4,7
buf_2,8
dfrtn_1,21
o21a_1,4
mux2_2,8
Power is estimated from default activity; no workload was simulated.
